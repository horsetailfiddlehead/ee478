### flow/design.v
module SRAMDriver(disc, inc, WE, store, OE, valid, readNotWrite, clk, rst);
	output disc  ;
	output inc  ;
	output WE  ;
	output store  ;
	output OE  ;
	output valid  ;
	input readNotWrite  ;
	input clk  ;
	input rst  ;
	reg disc, inc, WE, store, OE, valid;
	integer state;
	initial begin
		store = 0;
		valid = 1;
		state = 0;
		WE = 1;
		OE = 1;
		inc = 0;
		disc = 0;
	end
	always @(posedge clk) begin
		if (rst == 1) begin
			store = 0;
			valid = 1;
			state = 0;
			WE = 1;
			OE = 1;
			inc = 0;
			disc = 0;
		end
		else begin
			case(state)
			0: 	begin
					if (readNotWrite == 1) begin
						state = 1;
					end
					else begin
						state = 7;
					end
				end
			1:	begin
					{disc, inc, WE, store, OE, valid} = 6'b001011;
					state = 2;
				end
			2: 	begin
					{disc, inc, WE, store, OE, valid} = 6'b011011;
					state = 3;
				end
			3:	begin
					{disc, inc, WE, store, OE, valid} = 6'b001111;
					state = 4;
				end
			4: 	begin
					{disc, inc, WE, store, OE, valid} = 6'b001001;
					state = 5;
				end
			5:	begin
					{disc, inc, WE, store, OE, valid} = 6'b001000;
					state = 6;
				end
			6:	begin
					{disc, inc, WE, store, OE, valid} = 6'b101001;
					state = 0;
				end
			7:	begin
					{disc, inc, WE, store, OE, valid} = 6'b001011;
					state = 8;
				end
			8: 	begin
					{disc, inc, WE, store, OE, valid} = 6'b011011;
					state = 9;
				end
			9:	begin
					{disc, inc, WE, store, OE, valid} = 6'b001111;
					state = 10;
				end
			10:	begin
					{disc, inc, WE, store, OE, valid} = 6'b101011;
					state = 11;
				end
			11:	begin
					{disc, inc, WE, store, OE, valid} = 6'b000011;
					state = 12;
				end
			12:	begin
					{disc, inc, WE, store, OE, valid} = 6'b001010;
					state = 13;   
				end
			13:	begin
					{disc, inc, WE, store, OE, valid} = 6'b101011;
					state = 0;   
				end
			endcase
		end
	end
endmodule
### flow/run.sh
#!/bin/bash
# OpenROAD 26Q1-2900-gdf79404cd8, Yosys 0.63+post, stock flow scripts
make -C /OpenROAD-flow-scripts/flow DESIGN_CONFIG=/design/flow/config.mk WORK_HOME=/design/flow/orfs finish
### flow/config.mk
export PLATFORM = sky130hd
export DESIGN_NAME = SRAMDriver
export DESIGN_NICKNAME = SRAMDriver
export VERILOG_FILES = /design/flow/design.v
export SDC_FILE = /design/flow/constraint.sdc
export NUM_CORES = 4
export LEC_CHECK = 1
export CORE_AREA = 10 10 79 79
export DIE_AREA = 0 0 89 89
### flow/constraint.sdc
current_design SRAMDriver

set clk_period 2.0
set clk_io_pct 0.2

create_clock -name clk0 -period $clk_period [get_ports {clk}]

set non_clock_inputs [all_inputs -no_clocks]
set_input_delay [expr $clk_period * $clk_io_pct] -clock clk0 $non_clock_inputs
set_output_delay [expr $clk_period * $clk_io_pct] -clock clk0 [all_outputs]
==> commit_impl_results.txt <==
Refresh implementation metrics

- Status: complete, no violations
- The cell type that accounts for the most area after synthesis is sky130_fd_sc_hd__dfxtp_1.
- Number of synthesized flops with an enable pin: 0
- Tally of nets with antenna violations remaining after routing: 0
- Slowest cell on the critical path: sky130_fd_sc_hd__clkdlybuf4s50_1
* CP Buf/Inv Count: 1
* Setup violations, final: 0
- Nature of the critical path endpoint: output pin
- The worst setup path is of the register to output pin kind.
- For this run, the detailed router reports a per-instance via density of 3.98.
* Slowest cell delay on critical path: 0.51 ns
* Chip Area, Yosys: 581 um^2
* Setup total negative slack: 0 ns
- At the end of the flow the core is filled with cells to 0.156.
- In this run the worst hold path is classified as register to register.
- Summed over all nets, the switching power comes to 0.000170 W.
* Dominant cells by area after synthesis: sky130_fd_sc_hd__dfxtp_1 34%, sky130_fd_sc_hd__nor2_1 4.5%, sky130_fd_sc_hd__buf_6 3.9%, sky130_fd_sc_hd__o21bai_1 3.9%, sky130_fd_sc_hd__a21oi_1 3.4%
- Number of endpoints with negative hold slack in the final report: 0
- Excluding fillers, the count of instances in the completed layout stands at 130.
* Clock share of power: 0.341
* DR WL/cell: 10.4 um
- Later-pin clock latency in the skew report: 0.23 ns
* Total instance count after detailed placement: 127
- The first global-routing pass estimated 2070 um of wire.
- Looking at the critical path, the highest net fanout was 2.
* Layout overhead on the synthesized area: 25.2%
- The synth_stat.txt file lists the number of cells as 72.
- CTS tree: yes
- The via count of the first global-routing pass is 459.
- Walking the worst path, the cells encountered are clkdlybuf4s50_1.
- Post-synth top area share: 0.345
* Mapped cell area: 581 um^2
- Data arrives at the worst endpoint at 1.07 ns.
* Total area of sequential cells: 200 um^2
- I/O pin count: 9
- Number of buffers inserted during clock tree synthesis: 3
- Antenna repair during routing inserted a diode count of 0.
* VDD IR-drop max: 0.509 mV
* Unique cell type count in the Yosys netlist: 32
- Share of the clock period used by the worst path after layout: 0.734
- The timing report gives the clock slew at the launch and capture registers of the worst setup and hold paths as 0.04 ns.
* Setup repair after global routing missed its margin: false
* Routed vias: 517
* Kind of launch point of the worst setup path: register
- Die Area: 7920 um^2
- The power report attributes to the sequential group a share of 0.436.
- Horizontal die dimension: 89 um
* Synth Warn #: 1
* Proportion of register bits with asynchronous set or reset after synthesis: 0
- DP Wirelength: 925 um
* List of most frequent post-synthesis cells: 10 x sky130_fd_sc_hd__dfxtp_1, 7 x sky130_fd_sc_hd__nor2_1, 4 x sky130_fd_sc_hd__a21oi_1, 4 x sky130_fd_sc_hd__buf_2, 4 x sky130_fd_sc_hd__nand2_1
* Maximum capacitance violations: 0
- Final weighted congestion in routability-driven placement: 0.747
- The global routing report lists combined usage of all routing layers as 0.0321.
* Fraction of final layout cells with drive strength greater than 1: 0.105
* Synthesized area per cell: 8.06 um^2
* Power Internal: 0.000426 W
* Number of detailed-route iterations in the first pass: 4
- Clock Sinks: 10
* Minimum period implied by the final worst setup slack: 1.47 ns
- The initial antenna violation count came to 0.
* Highest achievable clock rate: 0.681 GHz
- Maximum number of pins on one net before global-route repair: 21
- Number of remaining DRC errors: 0
- The buffer_ports step reported a buffer count of 8.
- Looking at the clock tree report, the H-tree level count equals 1.
- Detailed router's first-iteration violation count: 20
* Worst slew margin relative to its limit: 0.594
- Summed over all layers, the global routing overflow is 0.
- Final Slew Violations: 0
* Data required time of the critical path: 1.60 ns
- The number of warnings reported in the stage logs is 25.
- Net switching share of the total power: 0.286
- The leakage component of the power was reported as 0.240 nW.
* Dominant register cell in the synthesized netlist: sky130_fd_sc_hd__dfxtp_1
- Number of gates resized after CTS: 0
- In the final layout, the multi-input gates occupy 323 um^2.
- Total power per unit cell area: 820 nW/um^2
* Fill cell total of the finished layout: 518
- For the pin with the worst max-slew slack, the measured transition is 0.608 ns.
- Fraction of power consumed by combinational cells: 0.223
- Init Core Util: 0.125
- Broken down by cell family, the worst path's largest delay share belongs to buffers and inverters.
* Final setup skew: 0.00221 ns
- Die height: 89 um
- Per the CTS log, the root buffer master is sky130_fd_sc_hd__clkbuf_8.
- Post-CTS setup buffers: 0
- Final WL: 1350 um
- Post-cts hold buffer count: 0
* Number of buffers between clock root and the deepest sink: 2
- Post-Syn Instances: 72
- Number of storage elements in the synthesis netlist: 10
- Per Yosys stat, the portion of area used by sequential elements is 0.345.
- Most frequently used cell type in the post-synthesis netlist: sky130_fd_sc_hd__dfxtp_1
- The region available for standard cell placement spans 4660 um^2.
- The floorplan has 25 rows.
-- through the flow --
| stage | setup slack, ns | instance area [um^2] | hold slack [ns] | total power (W) |
|---|---|---|---|---|
| after detailed placement | 0.393 | 686 | 0.503 | 0.000396 |
| after CTS | 0.512 | 727 | 0.514 | 0.000601 |
| after global routing | 0.452 | 727 | 0.536 | 0.000632 |
| final | 0.531 | 727 | 0.512 | 0.000596 |
| after global placement | 0.429 | 686 | 0.515 | 0.000398 |
| after floorplan | 0.775 | 581 | 0.456 | 0.000363 |
-- layout make-up --
cell class / count / share of cell area
Clock buffer: 3 / 0.0568
Inverter: 2 / 0.0103
Multi-Input combinational cell: 52 / 0.444
Sequential cell: 10 / 0.275
Tap cell: 54 / 0.0929
Timing Repair Buffer: 9 / 0.120
-- worst register-to-register path: cells and delay by family (launching register included) --
| family | cells | cell delay [ns] |
|---|---|---|
| DFF | 1 | 0.70 |
| AOI/OAI and AO/OA | 2 | 0.39 |
| buffers and inverters | 1 | 0.18 |
-- kinds of logic after synthesis --
logic type	share of synthesized area
and+or+nand+nor	0.259
AOI/OAI and AO/OA	0.265
DFF	0.345
buffers and inverters	0.0991
xor gates and xnor gates	0.0151
muxes	0.0172
-- layer usage --
| layer | GRT usage | vias up | share of wire |
|---|---|---|---|
| met5 | 0 | - | 0 |
| met4 | 0.00289 | 0 | 0 |
| met3 | 0.0138 | 0 | 0.061 |
| met2 | 0.0499 | 13 | 0.43 |
| met1 | 0.0422 | 229 | 0.51 |
| li1 | - | 275 | - |
-- placed cells by master (no fill, tap or decap), drive strengths merged, types with 3 or more instances in the layout --
cell / instances
dfxtp: 10
clkdlybuf4s50: 8
nor2: 7
a21oi: 5
nand2: 4
nor3: 3
o21bai: 3
or3: 3
nand2b: 3
clkbuf: 3
-- sequential cells by signal, indices dropped and copies added, names as in the netlist --
| signal | cells |
|---|---|
| disc | 1 |
| state | 4 |
| valid | 1 |
| inc | 1 |
| WE | 1 |
| store | 1 |
| OE | 1 |
-- path summary, 6_finish.rpt --
| kind | slack (ns) | cells after the start | startpoint | to |
|---|---|---|---|---|
| setup / recovery | 0.53 | 1 | valid | valid |
| hold reg to reg | 0.51 | 2 | valid | valid |
| setup reg to reg | 0.58 | 3 | state[3] | state[1] |
| hold / removal | 0.51 | 2 | valid | valid |
-- power groups by stage --
stage | logic, W | clock network, W | registers (W)
after CTS | 0.000134 | 0.000208 | 0.000260
after global routing | 0.000147 | 0.000220 | 0.000265
final | 0.000133 | 0.000203 | 0.000260
Power and IR drop assume default switching activity.
