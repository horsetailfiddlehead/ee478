`design/flow/run.sh`:
```
#!/bin/bash
# OpenROAD 26Q1-2900-gdf79404cd8, Yosys 0.63+post, stock flow scripts
make -C /OpenROAD-flow-scripts/flow DESIGN_CONFIG=/design/flow/config.mk WORK_HOME=/design/flow/orfs finish
```
`design/flow/config.mk`:
```
export PLATFORM = sky130hd
export DESIGN_NAME = tenBitReg
export DESIGN_NICKNAME = tenBitReg
export VERILOG_FILES = /design/flow/design.v
export SDC_FILE = /design/flow/constraint.sdc
export NUM_CORES = 4
export LEC_CHECK = 1
export CORE_AREA = 10 10 70 70
export DIE_AREA = 0 0 80 80
```
`design/flow/constraint.sdc`:
```
current_design tenBitReg

set clk_period 1.0
set clk_io_pct 0.2

create_clock -name clk0 -period $clk_period [get_ports {clk}]

set non_clock_inputs [all_inputs -no_clocks]
set_input_delay [expr $clk_period * $clk_io_pct] -clock clk0 $non_clock_inputs
set_output_delay [expr $clk_period * $clk_io_pct] -clock clk0 [all_outputs]
```
`design/flow/design.v`:
```
module tenBitReg(outputBits, inputBits, clk, rst);
	output[9:0] outputBits  ;
	input[9:0] inputBits  ;
	input clk  ;
	input rst  ;
	reg[9:0] outputBits;
	initial begin
		outputBits[9:0] = { 0 };
	end
	always @(posedge clk) begin
		if (rst == 1) begin
			outputBits[9:0] = { 0 };
		end
		else begin
			outputBits[9:0] = inputBits[9:0];
		end
	end
endmodule
```
==> impl_table.tex <==
% Synthesis and place-and-route results
\begin{tabular}{lr}
\hline
Metric & Value \\
\hline
\multicolumn{2}{l}{\textbf{Outcome}} \\
Run status & finished, final reports clean \\
\multicolumn{2}{l}{\textbf{Power and ir drop}} \\
Power per unit of standard cell area & 1510 mW/mm2 \\
Internal Dissipation & 714 uW \\
Relative contribution of the clock network to total power & 40.9\% \\
Largest voltage drop on the vdd net & 0.204 mV \\
Final total power & 874 uW \\
Switching Share & 18.2\% \\
Leakage component of the power & 0.000220 uW \\
Share of total power in combinational logic & 10.3\% \\
Fraction of power consumed by sequential logic & 48.8\% \\
Switch Pwr & 159 uW \\
\multicolumn{2}{l}{\textbf{Clocking}} \\
Clock edge transition at the registers on the reported setup and hold paths & 0.07 ns \\
Root buffer selected by CTS & clkbuf\_4 \\
Maximum root-to-sink buffer count & 2 \\
Number of buffers inserted by hold repair at cts & 0 \\
CTS H-tree lvls & 1 \\
CTS Buf Count & 3 \\
Sinks on Clock Net & 10 \\
CTS tree & yes \\
\multicolumn{2}{l}{\textbf{Global routing}} \\
Met1 Resource Use GR & 2.09\% \\
Total congestion overflow after global routing & 0 \\
Via count of the first global-routing pass & 247 \\
Global-route wire length before repair & 1210 um \\
GRT met2 Usage & 4.90\% \\
Gr busiest metal & met2 \\
Overall global routing resource usage & 2.33\% \\
Met3 Track Usage GR & 0\% \\
Pin count of the biggest net entering global routing & 11 \\
Number of antenna violations at the first check in global routing & 0 \\
\multicolumn{2}{l}{\textbf{Place}} \\
Number of cells in the design after placement & 88 \\
Final weighted congestion in routability-driven placement & 0.672 \\
Worst-case setup slack after placement & 0.00124 ns \\
Count of port buffers added during placement & 21 \\
\multicolumn{2}{l}{\textbf{Min path}} \\
Worst Hold Class & primary input to flop \\
\multicolumn{2}{l}{\textbf{STA}} \\
Highest attainable clock frequency & 1060 MHz \\
RSZ-0062 raised after global routing & no \\
Final count of negative-setup-slack endpoints & 0 \\
Measured slew at the worst slew-check pin & 0.100 ns \\
Final Hold Viols & 0 \\
Final slew viol count & 0 \\
Tcrit/Tclk final & 94.4\% \\
Min setup slack post-route & 0.0562 ns \\
Accumulated negative setup slack & 0 ns \\
Relative slew margins & 93.3\% \\
Final Critical Period & 0.944 ns \\
\multicolumn{2}{l}{\textbf{Cells and area}} \\
Final cell count without fillers & 92 \\
Register Area & 204 um2 \\
Layout cells sized above 1 & 17.4\% \\
Finished Core Util & 16.9\% \\
Flip-flop count of the largest register after layout & 10 \\
Gate Area & 62.6 um2 \\
Layout Area Growth over Synthesis & 120\% \\
Fill cell count & 387 \\
\multicolumn{2}{l}{\textbf{Yosys}} \\
Chip area in the Yosys report & 263 um2 \\
Most frequent cells after synthesis & dfxtp\_1 (10), nor2b\_1 (10) \\
Total of flip-flops plus latches after synthesis & 10 \\
Netlist cell types & 2 \\
Biggest area contributors in the synthesized netlist & dfxtp\_1 (76\%), nor2b\_1 (24\%) \\
Sequential area share after synthesis & 76.2\% \\
Avg Inst Size Synth & 13.1 um2 \\
Most instantiated flip-flop cell in the synthesis netlist & dfxtp\_1 \\
Biggest area consumer among synthesized cells & dfxtp\_1 \\
Number of warnings issued by yosys & 1 \\
Async SR Flop Fraction & 0\% \\
Post-synth EDFFs & 0 \\
Top cell area share & 76.2\% \\
Mapped Cells & 20 \\
Total cells reported by yosys after synthesis & 20 \\
Post-synth design cell area & 263 um2 \\
\multicolumn{2}{l}{\textbf{Die}} \\
Number of top-level design ports & 22 \\
Floorplan die width & 80 um \\
Starting utilization of the core area & 7.69\% \\
Placeable Area & 0.00342 mm2 \\
Row cnt & 21 \\
Die Area & 0.00640 mm2 \\
Floorplan die height & 80 um \\
\multicolumn{2}{l}{\textbf{Route}} \\
Routed WL & 782 um \\
Initial DRC Count & 12 \\
Routed via count divided by cell count & 2.33 \\
DRC violation count after routing & 0 \\
Vias post-DR & 214 \\
Remaining antenna violation count after routing & 0 \\
Count of TritonRoute iterations in the first routing pass & 2 \\
Diodes inserted & 0 \\
Wire length per cell & 8.50 um \\
\multicolumn{2}{l}{\textbf{Worst setup path}} \\
Arrival time reported for the critical path endpoint & 0.74 ns \\
Worst path cell trace & clkdlybuf4s15\_1 \\
Worst Path Max Fanout & 1 \\
CP endpoint kind & output pin \\
Worst-path cell with the longest stage delay & dfxtp\_2 \\
Required time of the critical path & 0.80 ns \\
Crit-path leading delay family & flip-flops \\
Critical path start-end classification & flop to output pin \\
Worst setup SP type & flop \\
Number of buffer and inverter stages on the critical path & 1 \\
Crit path largest cell delay & 0.32 ns \\
\multicolumn{2}{l}{\textbf{Run}} \\
OpenROAD warning count & 25 \\
Maximum capacitance violations & 0 \\
\hline
\end{tabular}
metrics by stage:
step | hold slack (ns) | area (um2)
after CTS | 0.475 | 577
after detailed placement | 0.760 | 538
after global placement | 0.763 | 538
final | 0.482 | 578
after floorplan | 0.272 | 263
after global routing | 0.488 | 578
power groups by stage:
stage	registers [uW]	clock network, uW	logic, uW
CTS	426	376	93.0
global route	429	390	98.4
finish	426	358	89.7
final cells by class:
type                       instances  share of cell area [%]
timing repair buffer              22                    37.7
sequential                        10                    35.3
tap                               46                    9.96
multi-input combinational         10                    10.8
clock buffer                       4                    6.28
cell usage in the layout, fill, tap and decap left out:
cell | netlist | final
clkdlybuf4s50_1 | 0 | 11
nor2b_1 | 10 | 10
clkdlybuf4s15_1 | 0 | 10
dfxtp_1 | 10 | 7
clkbuf_4 | 0 | 3
dfxtp_2 | 0 | 3
clkbuf_8 | 0 | 1
buf_4 | 0 | 1
cell families (layout without fill, tap and decap cells):
kind of cell / after synthesis / count (layout) / share of synthesized area [%]
flip-flops: 10 / 10 / 76.2
AND/OR/NAND/NOR: 10 / 10 / 23.8
buffers and inverters: 0 / 26 / 0
what timing repair did:
item / CTS / global route
resized: 22 / 1
setup endpoints to repair: 10 / 1
setup buffers: 0 / 0
hold endpoints to repair: 0 / 0
layer usage:
| layer | vias to the layer above | share of wire (%) |
|---|---|---|
| met5 | - | 0 |
| li1 | 112 | - |
| met4 | 0 | 4.5 |
| met1 | 97 | 29 |
| met3 | 2 | 0.51 |
| met2 | 3 | 66 |
final timing paths:
kind / to / slack (ns) / from / cells past startpoint
setup / recovery: outputBits[1] / 0.06 / outputBits[1] / 1
hold / removal: outputBits[8] / 0.48 / inputBits[8] / 2
Power figures rest on the tool's default switching activity, not on a simulated workload.
